==> design/flow/design.v <==
`timescale 1ns / 1ps
`timescale 1ns / 1ps
module sram(
        input                  rst,       
        input                  clk_50MHz, 
        inout      [15:0] sram_data, 
        output reg [17:0] sram_addr, 
        output reg             sram_en,   
        output reg             sram_oe,   
        output reg             sram_we,   
        output     [15:0] data_o,    
        input      [15:0] data_i,    
        input      [17:0] addr,      
        input                  op,        
        input                  en         
    );
reg state;
parameter S_EMPTY = 1'b0,
          S_ENDDO = 1'b1;
assign data_o = sram_data;
assign sram_data = (~sram_en && (op==1'b1)) ? data_i : 'bz;
initial begin
    state = S_EMPTY;
    sram_en = 1'b1;
    sram_oe = 1'b1;
    sram_we = 1'b1;
    sram_addr = 18'h0;
end
always@(posedge clk_50MHz or negedge rst) begin
    if(!rst)
        state <= S_EMPTY;
    else begin
    case(state)
        S_EMPTY: begin
            if (en) begin
                if(op==1'b0) begin
                    sram_addr <= addr;
                    sram_en <= 1'b0;
                    sram_oe <= 1'b0;
                end
                else begin
                    sram_addr <= addr;
                    sram_en <= 1'b0;
                    sram_we <= 1'b0;
                end
                state <= S_ENDDO;
            end
        end
        S_ENDDO: begin
            if(op==1'b0) begin
                sram_en <= 1'b0;
                sram_oe <= 1'b0;
            end
            else begin
                sram_en <= 1'b1;
                sram_we <= 1'b1;
            end
            state <= S_EMPTY;
        end
        default:
            state <= S_EMPTY;
    endcase
    end
end
endmodule  
==> design/flow/run.sh <==
#!/bin/bash
# OpenROAD 26Q1-2900-gdf79404cd8, Yosys 0.63+post, stock flow scripts
make -C /OpenROAD-flow-scripts/flow DESIGN_CONFIG=/design/flow/config.mk WORK_HOME=/design/flow/orfs finish
==> design/flow/config.mk <==
export PLATFORM = sky130hd
export DESIGN_NAME = sram
export DESIGN_NICKNAME = sram
export VERILOG_FILES = /design/flow/design.v
export SDC_FILE = /design/flow/constraint.sdc
export NUM_CORES = 4
export LEC_CHECK = 1
export CORE_AREA = 10 10 75 75
export DIE_AREA = 0 0 85 85
==> design/flow/constraint.sdc <==
current_design sram

set clk_period 2.8
set clk_io_pct 0.2

create_clock -name clk0 -period $clk_period [get_ports {clk_50MHz}]

set non_clock_inputs [all_inputs -no_clocks]
set_input_delay [expr $clk_period * $clk_io_pct] -clock clk0 $non_clock_inputs
set_output_delay [expr $clk_period * $clk_io_pct] -clock clk0 [all_outputs]
==> out/writeup.txt <==
The flow ran to the end, and the final reports show no timing, DRC or antenna violations. The area fraction in and, or, nand and nor cells is 3.05%, and the number of buffers inserted by post-CTS setup repair is 0. The run gives 942 µm² for the mapped cell area. The power density relative to cell area is 506 mW/mm², and the max-slew violation total from the final report is 0. In the synthesized netlist the dominant register cell turns out to be sky130_fd_sc_hd__edfxtp_1.

The die is 85 µm wide. Sequential cells burn 60.7% of the power. The global routing report lists combined usage of all routing layers as 4.84%.

The synthesis stat section lists a flop and latch total of 22. The final hold violation count recorded for this run is 0. On the final layout, the worst clock skew is 0.000885 ns. The cell-mix breakdown from Yosys lists the XOR/XNOR area share as 0%. The transition time of the tightest slew-check pin came out at 0.214 ns. With the number of placement rows at 23, the compound-gate portion of the synthesized area is 1.86%. Per report_power, the clock group accounts for 29.7% of the total. The average routed wire per standard cell is 14.8 µm. Yosys reports that the most numerous cell types are 32 x sky130_fd_sc_hd__buf_4, 21 x sky130_fd_sc_hd__edfxtp_1.

The length of the first detailed-routing pass in iterations came out at 2. The run gives 15.7 µm² for the post-synthesis average cell area. The buffer levels on the longest clock path is 2, and the relative area change from synthesis to final layout is 31.3%.

After technology mapping, the gate count stands at 60. 0 antenna diodes ended up in the layout. TritonCTS built the clock tree. The number of global-route vias before repair came out at 501. The synthesized design spends more area on one cell type than any other, namely sky130_fd_sc_hd__edfxtp_1. Summing all flip-flop and latch instances after layout gives 656 µm². The tools report the pin count of the biggest net entering global routing as 19. Overflow left after global routing: 0.

Derived from the worst setup path, the maximum achievable clock frequency is 611 MHz. With the detailed-placement wirelength estimate at 1.65 mm, the via count of the routed design is 432. The script parses the final routing iteration and logs DRC violations as 0. The analysis attributes to cell leakage a power of 0.429 nW. First-pass GRT wire length: 2.68 mm. The critical path goes through clkdlybuf4s50_1.

The placement-stage worst setup slack is 0.969 ns, and the clock sink count is 22. The tally of unique sky130hd cells used after synthesis is 9. The run gives 1 for the buffer and inverter count on the worst path. The OpenROAD warning count is 25. The routability-driven placement congestion ratio is 0.741, and the number of levels the H-tree was split into is 1.

STA classifies the critical path endpoint as a primary output. Of all flip-flops after synthesis, the portion carrying an async set or reset was 4.55%. The fraction of layout cells with a size suffix above 1 was 6.67%; the aggregate routed wire length was 1.85 mm.

In the power breakdown, the internal column shows 0.000520 W. With the layout filler cell count at 388, the total setup violations reported at the end of the flow is 0. The path class of the tightest hold or removal check is input port to async pin. The core box area is 0.00406 mm².

Setup repair after global routing left no endpoint under its margin. The required time of the critical path came out at 2.24 ns. The combinational gate area was 46.3 µm². The clock reaches the later pin of the worst-skew pair after 0.25 ns. By area the synthesized netlist is led by sky130_fd_sc_hd__edfxtp_1 67%, sky130_fd_sc_hd__buf_4 25%, sky130_fd_sc_hd__dfrtp_1 2.7%. Summed over its instances, the top area cell type makes up 66.9% of the synthesized netlist area.

The number of buffers inserted by hold repair at cts is 0. The share of total power consumed by net switching was 16.9%; the yosys synthesis warning count was 2. The run gives 60 for the number of standard cells reported by yosys. Setup slack on the critical path of the routed design comes to 1.16 ns.

Share of cell area taken by muxes after synthesis: 0%. Nets still carrying antenna violations after routing amount to 0. Looking at the critical path, the single cell with the biggest stage delay is sky130_fd_sc_hd__clkdlybuf4s50_1. The post-synth count of flops with an enable pin is 21.

Across all hold checks on the routed design, the worst slack comes to 0.480 ns. Of the combinational cells, the family taking the most area is buffers and inverters. The stat command in Yosys gives a chip area of 942 µm².

Pin placement for this block handled 91 I/O pins. Detailed-route iteration 0 reported a violation count of 12. The run gives 0 for the initial antenna violation count.

After routing, the total negative slack on setup checks comes to 0 ns. The total die area was 0.00723 mm²; the minimum clock period was 1.64 ns. Cell type group with the largest total delay on the critical path: buffers and inverters. Max fanout on the critical path was recorded as 2. The timing report gives the clock slew at the launch and capture registers of the worst setup and hold paths as 0.07 ns.

Input and output buffers added on the ports amount to 42. The critical path class is flip-flop to primary output. The tools report the part of the Yosys area used for sequential elements as 69.6%. The type of origin of the critical path was a flip-flop. For the peak supply drop, the log shows 0.359 mV. The power share of the combinational group is 9.6%.

Share of the core filled by cells before placement: 23.2%. From bottom edge to top edge, the die measures 85 µm. Ratio of final minimum period to clock period: 58.4%. The net switching power in the latest report is 0.000106 W. The tools report the clock root buffer master as sky130_fd_sc_hd__clkbuf_8. The max-capacitance violation count is 0, and the worst slew margin relative to its limit is 85.8%. The maximum cell stage delay along the critical path was 0.48 ns. Post-CTS repair ended up resizing 0 cells. After detailed routing, the number of vias per cell comes to 3.46. The run gives 0% for the fraction of the mapped netlist area in adder cells. The tools report the number of buffers created by CTS as 3.

The final power report lists total power as 0.000627 W. Looking at the gate-level netlist, the highest instance count belongs to sky130_fd_sc_hd__buf_4. The data arrival time reported for the critical path is 1.08 ns.
[path summary, 6_finish.rpt]
kind	startpoint	end	slack (ns)	cells after the start
min	rst	state	0.48	1
min reg2reg	state	state	0.51	1
max	sram_oe	sram_oe	1.16	1
max in group asynchronous	rst	state	2.18	1
max reg2reg	state	sram_addr[13]	1.62	2
min in group clk0	state	state	0.51	1
[layout make-up]
type                    count  share of cell area (%)
flip-flops and latches     22                    53.0
repair buffers             43                    34.6
well taps                  50                    5.06
multi-input cells           6                    3.74
clock buffers               3                    3.34
clock inverters             1                   0.303
[power by group through the flow]
stage / registers (W) / logic [W] / clock network, W
after CTS: 0.000381 / 0.0000624 / 0.000191
after global routing: 0.000382 / 0.0000656 / 0.000204
final: 0.000380 / 0.0000603 / 0.000186
[cells by family (layout without fill, tap and decap cells)]
kind of cell / Yosys count / after routing
AND-OR/OR-AND: 2 / 2
flip-flops: 22 / 22
AND/OR/NAND/NOR: 4 / 4
buffers and inverters: 32 / 47
[through the flow]
step,std cells,utilization (%),instance area (µm²)
after CTS,125,30.5,1240
after detailed placement,121,29.4,1190
after global routing,125,30.5,1240
after global placement,121,29.4,1190
after floorplan,60,-,942
final,125,30.5,1240
[flip-flops by register name (all words and copies together), names as in the netlist]
name,count
sram_addr,18
sram_en,1
sram_oe,1
sram_we,1
state,1
[per-layer routing]
layer	track usage (%)	vias up	wire [µm]
li1	-	203	-
met1	4.07	187	565
met2	8.65	38	922
met3	4.05	4	354
met4	0.599	0	12
met5	0	-	0
[layout by cell type (no fill, tap or decap), drive strengths merged]
master and instances:
dfrtp 1, o211a 1, clkbuf 3, clkdlybuf4s50 42
buf 1, and3b 1, o21a 1, clkinv 1
edfxtp 21, nor2b 1, and2 2
[worst register-to-register path, stage by stage, from the launching register on]
cell	delay, ns
sky130_fd_sc_hd__dfrtp_1	0.42
sky130_fd_sc_hd__and3b_1	0.22
sky130_fd_sc_hd__buf_4	0.23
Power figures rest on the tool's default switching activity, not on a simulated workload.
