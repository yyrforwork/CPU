==> flow/config.mk <==
export PLATFORM = sky130hd
export DESIGN_NAME = Jump_Add
export DESIGN_NICKNAME = Jump_Add
export VERILOG_FILES = /design/flow/design.v
export SDC_FILE = /design/flow/constraint.sdc
export NUM_CORES = 4
export LEC_CHECK = 1
export CORE_AREA = 10 10 70 70
export DIE_AREA = 0 0 80 80
==> flow/constraint.sdc <==
current_design Jump_Add

set clk_period 13.2
set clk_io_pct 0.2

create_clock -name clk0 -period $clk_period

set non_clock_inputs [all_inputs -no_clocks]
set_input_delay [expr $clk_period * $clk_io_pct] -clock clk0 $non_clock_inputs
set_output_delay [expr $clk_period * $clk_io_pct] -clock clk0 [all_outputs]
==> flow/design.v <==
`timescale 1ns / 1ps
`timescale 1ns / 1ps
module Jump_Add(
        input     [15:0]   old_pc,
        input     [15:0] im,
        output reg[15:0]   new_pc
    );
always @(*) begin
    new_pc <= old_pc + im;
end
endmodule
==> flow/run.sh <==
#!/bin/bash
# OpenROAD 26Q1-2900-gdf79404cd8, Yosys 0.63+post, stock flow scripts
make -C /OpenROAD-flow-scripts/flow DESIGN_CONFIG=/design/flow/config.mk WORK_HOME=/design/flow/orfs finish
==> run summary <==
Physical implementation status

The flow ran to the end, and the final reports show no timing, DRC or antenna violations. Net switching is 36.4% of the power. Fill cells in the final layout number 371. The violation tally recorded at the end of detailed-routing iteration 0 is 45. Per the placement log, port buffering inserted 48 buffers. The final hold violation count recorded for this run is 0. Setup repair after global routing left no endpoint under its margin.

The worst setup path is launched from a primary input. Registers are responsible for 0% of the overall power. 48 I/O pins were placed. Yosys mapped the design onto 27 distinct sky130hd cell types. For this run, the top clock speed supported by timing is 126 MHz. For this run, the chip area from Yosys synthesis comes to 724 um2. Looking at the setup timing report, the critical path kind is primary input to output port. In this run the vertical extent of the chip is 80 um. The shortest period the worst path allows stands at 7920 ps. The die is 80 um wide. The die outline area stands at 6400 um2. The combined flip-flop and latch cell area stands at 0 um2.

The layout cell share with drive strength beyond 1 stands at 2.74%. The min-delay analysis places its worst path in the category primary input to output port. The synthesis report lists the Yosys warning total as 1. The detailed placer's ending HPWL stands at 2.21 mm. The end-of-flow timing check tallies setup violations at 0. Combinational logic burns 100.0% of the power.

After clock tree synthesis, the repair step resized 0 gates. For the worst setup path, the data arrival time is 5280 ps. The total length of routed wires stands at 2.39 mm. In this run the core area contains 21 standard-cell rows. The core outline area stands at 3420 um2.

The number of maximum-capacitance violations recorded for the run is 0. The wire length of the first global-routing pass stands at 4.04 mm. There are 0 flip-flops and latches. The main area contributors are ha_1 (26%), xnor2_1 (12%), a21oi_1 (12%). The via count of the first global-routing pass stands at 884. The worst pin sits at a relative slew slack of 70.9%. Adding up every negative setup slack in the final design gives 0 ps. The tally of OpenROAD warnings stands at 32. At the pin with the least slew margin, the transition time is 432 ps. STA classifies the critical path endpoint as an output port.

Yosys stat counts 98 cells in the synthesized netlist. The pre-antenna-repair detailed-routing pass consisted of 4 iterations. The highest ir drop seen on vdd stands at 0.0000139 V. Looking at the post-CTS report, the setup buffer insertion count equals 0. The final max-slew violation count recorded for this run is 0. The hold buffer count at CTS stands at 0. The global placer's final weighted congestion stands at 0.849. The final route contains 898 vias. The routed design shows a via density per instance of 4.68.

The internal power stands at 40.4 uW. The overall overflow remaining after global route stands at 0. Per Yosys stat, the portion of area used by sequential elements is 0%.

The leakage component of the power was reported as 0.501 nW. The average instance area after synthesis stands at 7.39 um2. Global routing used 7.35% of the available tracks. The footprint of the multi-input gates stands at 713 um2. The biggest fanout along the worst timing path stands at 3. The initial antenna violation count stands at 0.

The data required time of the critical path stands at 10560 ps. The mapped netlist covers 724 um2. For this design the ratio of total power to cell area is 50.3 nW/um2. Between the synthesized netlist and the finished layout, the area growth was recorded as 74.3%. The post-synthesis instance total stands at 98. The share of the clock period used by the worst path stands at 60.0%. Once detail routing completed, the nets flagged for antenna violations numbered 0. The effective utilization at floorplan stands at 21.2%. The clock network is responsible for 0% of the overall power. Per the detail_route report, inserted antenna diodes total 0. The fraction of synthesized cell area taken by the top area cell type stands at 25.9%. Overall power consumption after layout is estimated at 63.5 uW. The pin count of the biggest net entering global routing stands at 7.

In the final routed layout, each cell accounts on average for 12.5 um. For this run, design rule violations remaining after detail routing come to 0. The switching power of the nets stands at 23.1 uW.

The cell type that accounts for the most area after synthesis is ha_1. Per the layout report, the design carries 0 clock buffers.
Yosys cell counts, types with 2 or more instances:
cell type,n
a21oi_1,17
ha_1,15
xnor2_1,10
nand2_1,9
o21ai_0,8
xor2_1,5
nand3_1,4
inv_1,3
nor3_1,3
o211ai_1,3
a21o_1,2
nor2_1,2
nor2b_1,2
o21bai_1,2
path summary, 6_finish.rpt:
| check | startpoint | to | depth (start not counted) |
|---|---|---|---|
| min | im[0] | new_pc[0] | 3 |
| max | old_pc[0] | new_pc[14] | 9 |
critical path, stage by stage:
cell	delay, ps
clkdlybuf4s50_1	400
ha_1	220
fa_1	400
a21o_2	250
a311oi_2	330
nor3b_1	100
a211oi_1	280
xnor2_1	160
clkdlybuf4s50_1	490
through the flow:
step / hold WS, ps / cell area [um2] / setup slack (ps) / util [%] / instances
3_3_place_gp: 6320 / 1260 / 5250 / 37.0 / 192
4_1_cts: 6320 / 1260 / 5250 / 37.0 / 192
3_5_place_dp: 6310 / 1260 / 5260 / 37.0 / 192
6_report: 6310 / 1260 / 5280 / 37.0 / 192
2_1_floorplan: 5350 / 724 / 6310 / - / 98
5_1_grt: 6370 / 1260 / 5070 / 37.0 / 192
placed cells by master (no fill, tap or decap), drive strengths merged, types with 4 or more instances in the layout:
cell | synthesis | routed
nand2 | 9 | 9
ha | 15 | 15
o21ai | 8 | 8
xnor2 | 10 | 10
clkdlybuf4s50 | 0 | 48
xor2 | 5 | 5
nand3 | 4 | 4
a21oi | 17 | 17
cells by family (layout without fill, tap and decap cells):
kind of cell / count (synthesis) / after routing / synth area share (%)
compound gates: 40 / 40 / 35.2
xor+xnor: 15 / 15 / 18.1
simple gates: 23 / 23 / 15.0
fa+ha+maj: 16 / 16 / 28.7
buf+inv: 3 / 51 / 1.55
mux: 1 / 1 / 1.38
power by group through the flow:
stage | clock network, mW | registers, mW | logic (mW)
CTS | 0 | 0 | 0.0651
global route | 0 | 0 | 0.0712
finish | 0 | 0 | 0.0635
per-layer routing:
layer / vias to the layer above / wire length, um / GRT usage, % / share of wire (%)
li1: 467 / - / - / -
met1: 404 / 1090 / 10.0 / 45
met2: 27 / 1100 / 12.0 / 46
met3: 0 / 207 / 1.93 / 8.7
met4: 0 / 0 / 0 / 0
met5: - / 0 / 0 / 0
area by class of cell:
cell class / count / share of cell area (%)
Timing Repair Buffer: 48 / 38.1
Tap cell: 46 / 4.56
Inverter: 3 / 0.892
Multi-Input combinational cell: 95 / 56.5
No activity file was given, so power comes from the tool's default toggle rates.
