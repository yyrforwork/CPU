`design/flow/design.v`:
```
`timescale 1ns / 1ps
`timescale 1ns / 1ps
module Forward(
        input      [15:0]          emo_PC_wb_data,
        input      [15:0]          mwo_PC_wb_data,
        input      [15:0]        emo_IH_wb_data,
        input      [15:0]        mwo_IH_wb_data,
        input      [15:0]        emo_alu_answer,
        input      [15:0]        mwo_alu_answer,
        input      [15:0]        mwo_ram_read_answer,
        input      [2:0]    reg1_addr,
        input      [2:0]    reg2_addr,
        input      [2:0]    emo_wb_addr,
        input      [2:0]    mwo_wb_addr,
        input      [2:0]    op1_mux_op,
        input      [1:0]    op2_mux_op,
        input      [2:0]      emo_reg_op,
        input      [2:0]      mwo_reg_op,
        input      [2:0]  emo_wb_data_op,
        input      [2:0]  mwo_wb_data_op,
        input      [1:0] ram_data_op,
        output reg [15:0]        reg1_forward_data,
        output reg [15:0]        reg2_forward_data,
        output reg [15:0]        mux_forward_data,
        output reg                    reg1_forward_enable,
        output reg                    reg2_forward_enable,
        output reg                    mux_forward_enable,
        input      [15:0]        ieo_ih,
        output reg [15:0]        emi_ih
    );
reg [15:0] emo_data;
reg [15:0] mwo_data;
always @(*) begin
    case(emo_wb_data_op)
        3'b001 : emo_data = emo_alu_answer;
        3'b010 : emo_data = 16'b0000_0000_0000_0000;
        3'b100  : emo_data = emo_IH_wb_data;
        3'b011  : emo_data = emo_PC_wb_data;
        3'b000 : emo_data = 16'b0000_0000_0000_0000;
        default: emo_data = 16'b0000_0000_0000_0000;
    endcase
    case(mwo_wb_data_op)
        3'b001 : mwo_data = mwo_alu_answer;
        3'b010 : mwo_data = mwo_ram_read_answer;
        3'b100  : mwo_data = mwo_IH_wb_data;
        3'b011  : mwo_data = mwo_PC_wb_data;
        3'b000 : mwo_data = 16'b0000_0000_0000_0000;
        default: mwo_data = 16'b0000_0000_0000_0000;
    endcase
end
always @(*) begin
    case(emo_reg_op)
        3'b100:
            begin
                if (op1_mux_op == 3'b011)
                begin
                    if (reg1_addr == emo_wb_addr)
                    begin
                        reg1_forward_data   = emo_data;
                        reg1_forward_enable = 1'b1;
                    end else begin
                        reg1_forward_data   = 16'b0000_0000_0000_0000;
                        reg1_forward_enable = 1'b0;
                    end
                end else begin
                    reg1_forward_data   = 16'b0000_0000_0000_0000;
                    reg1_forward_enable = 1'b0;
                end
            end
        3'b001:
            begin
                if (op1_mux_op == 3'b001)
                begin
                    reg1_forward_data   = emo_data;
                    reg1_forward_enable = 1'b1;
                end else begin
                    reg1_forward_data   = 16'b0000_0000_0000_0000;
                    reg1_forward_enable = 1'b0;
                end
            end
        3'b000:
            begin
                if (op1_mux_op == 3'b000)
                begin
                    reg1_forward_data   = emo_data;
                    reg1_forward_enable = 1'b1;
                end else begin
                    reg1_forward_data   = 16'b0000_0000_0000_0000;
                    reg1_forward_enable = 1'b0;
                end
            end
        default:
            begin
                reg1_forward_data   = 16'b0000_0000_0000_0000;
                reg1_forward_enable = 1'b0;
            end
    endcase
    if(~reg1_forward_enable) begin
        case(mwo_reg_op)
            3'b100:
                begin
                    if (op1_mux_op == 3'b011)
                    begin
                        if (reg1_addr == mwo_wb_addr)
                        begin
                            reg1_forward_data   = mwo_data;
                            reg1_forward_enable = 1'b1;
                        end else begin
                            reg1_forward_data   = 16'b0000_0000_0000_0000;
                            reg1_forward_enable = 1'b0;
                        end
                    end else begin
                        reg1_forward_data   = 16'b0000_0000_0000_0000;
                        reg1_forward_enable = 1'b0;
                    end
                end
            3'b001:
                begin
                    if (op1_mux_op == 3'b001)
                    begin
                        reg1_forward_data   = mwo_data;
                        reg1_forward_enable = 1'b1;
                    end else begin
                        reg1_forward_data   = 16'b0000_0000_0000_0000;
                        reg1_forward_enable = 1'b0;
                    end
                end
            3'b000:
                begin
                    if (op1_mux_op == 3'b000)
                    begin
                        reg1_forward_data   = mwo_data;
                        reg1_forward_enable = 1'b1;
                    end else begin
                        reg1_forward_data   = 16'b0000_0000_0000_0000;
                        reg1_forward_enable = 1'b0;
                    end
                end
            default: 
                begin
                    reg1_forward_data   = 16'b0000_0000_0000_0000;
                    reg1_forward_enable = 1'b0;
                end
        endcase
    end
    case(emo_reg_op)
        3'b100:
            begin
                if (op2_mux_op == 2'b01)
                begin
                    if (reg2_addr == emo_wb_addr)
                    begin
                        reg2_forward_data   = emo_data;
                        reg2_forward_enable = 1'b1;
                    end else begin
                        reg2_forward_data   = 16'b0000_0000_0000_0000;
                        reg2_forward_enable = 1'b0;
                    end
                end else begin
                    reg2_forward_data   = 16'b0000_0000_0000_0000;
                    reg2_forward_enable = 1'b0;
                end
            end
        default:
            begin
                reg2_forward_data   = 16'b0000_0000_0000_0000;
                reg2_forward_enable = 1'b0;
            end
    endcase
    if(~reg2_forward_enable) begin
        case(mwo_reg_op)
            3'b100:
                begin
                    if (op2_mux_op == 2'b01)
                    begin
                        if (reg2_addr == mwo_wb_addr)
                        begin
                            reg2_forward_data   = mwo_data;
                            reg2_forward_enable = 1'b1;
                        end else begin
                            reg2_forward_data   = 16'b0000_0000_0000_0000;
                            reg2_forward_enable = 1'b0;
                        end
                    end else begin
                        reg2_forward_data   = 16'b0000_0000_0000_0000;
                        reg2_forward_enable = 1'b0;
                    end
                end
            default: 
                begin
                    reg2_forward_data   = 16'b0000_0000_0000_0000;
                    reg2_forward_enable = 1'b0;
                end
        endcase
    end
    case(emo_reg_op)
    3'b100:
        begin
            if ((ram_data_op == 2'b01 && reg1_addr == emo_wb_addr)
            || (ram_data_op == 2'b10 && reg2_addr == emo_wb_addr))
            begin
                mux_forward_data   = emo_data;
                mux_forward_enable = 1'b1;
            end else 
            begin
                mux_forward_data   = 16'b0000_0000_0000_0000;
                mux_forward_enable = 1'b0;
            end
        end
    default:
        begin
            mux_forward_data   = 16'b0000_0000_0000_0000;
            mux_forward_enable = 1'b0;
        end
    endcase
    if (~mux_forward_enable) begin
        case(mwo_reg_op)
        3'b100:
            begin
                if ((ram_data_op == 2'b01 && reg1_addr == mwo_wb_addr)
                || (ram_data_op == 2'b10 && reg2_addr == mwo_wb_addr))
                begin
                    mux_forward_data   = mwo_data;
                    mux_forward_enable = 1'b1;
                end else 
                begin
                    mux_forward_data   = 16'b0000_0000_0000_0000;
                    mux_forward_enable = 1'b0;
                end
            end
        default:
            begin
                mux_forward_data   = 16'b0000_0000_0000_0000;
                mux_forward_enable = 1'b0;
            end
        endcase
    end
    if (emo_reg_op == 3'b010) 
        emi_ih = emo_data;
    else begin
        if (mwo_reg_op == 3'b010)
            emi_ih = mwo_data;
        else begin
            emi_ih = ieo_ih;
        end
    end
end
endmodule
```
`design/flow/run.sh`:
```
#!/bin/bash
# OpenROAD 26Q1-2900-gdf79404cd8, Yosys 0.63+post, stock flow scripts
make -C /OpenROAD-flow-scripts/flow DESIGN_CONFIG=/design/flow/config.mk WORK_HOME=/design/flow/orfs finish
```
`design/flow/config.mk`:
```
export PLATFORM = sky130hd
export DESIGN_NAME = Forward
export DESIGN_NICKNAME = Forward
export VERILOG_FILES = /design/flow/design.v
export SDC_FILE = /design/flow/constraint.sdc
export NUM_CORES = 4
export LEC_CHECK = 1
export CORE_AREA = 10 10 139 139
export DIE_AREA = 0 0 149 149
```
`design/flow/constraint.sdc`:
```
current_design Forward

set clk_period 5.6
set clk_io_pct 0.2

create_clock -name clk0 -period $clk_period

set non_clock_inputs [all_inputs -no_clocks]
set_input_delay [expr $clk_period * $clk_io_pct] -clock clk0 $non_clock_inputs
set_output_delay [expr $clk_period * $clk_io_pct] -clock clk0 [all_outputs]
```
==> notes.md <==
Implementation run completed; key figures follow.

Pwr:
- The run puts the static leakage at 0.001742 uW.
- The run puts the maximum VDD drop at 0.03672 mV.
- Dividing total power by cell area gives a power density of 60.55 nW/um^2.

Yosys:
- The run puts the average size of a mapped cell at 7.733 sq um.
- The number of different library cells used by synthesis comes to 39.
- The run gives the register area share after synthesis as 0%.
- The run gives the synthesis warning total as 1.
- The run gives the mapped cell area as 2784 sq um.
- The run gives the synthesized instance count as 360.
- The run puts the cell total in the yosys stat output at 360.
- The run gives the yosys stat chip area as 2784 sq um.

Hold path:
- The run gives the worst hold path startpoint as ieo_ih[13].
- The worst hold path passes through 4 cells.
- The min-delay analysis places its worst path in the category input pin to output pin.
- Hold analysis lists the worst path endpoint as emi_ih[13].

Worst setup path:
- The run puts the endpoint required time on the critical path at 4.48 ns.
- The run gives the startpoint class of the critical path as an input pin.
- The run puts the largest driver fanout on the critical path at 27.
- The run gives the element type at the critical path end as an output pin.
- The arrival time of data at the worst endpoint is listed as 3.80 ns.
- The critical path in this run is classified as input pin to output pin.

STA:
- The run puts the post-route fraction of the period consumed by the critical path at 87.89%.
- Setup repair after global routing left no endpoint under its margin.
- The run puts the final hold violation count at 0.
- The run puts the worst-case setup margin in the final layout at 0.6782 ns.
- The end-of-flow timing check tallies setup violations at 0.
- The run puts the actual slew at the worst max-slew pin at 0.8178 ns.
- The run gives the time the worst path needs with I/O delays and setup as 4.922 ns.
- The run gives the final setup TNS as 0 ns.
- The worst pin sits at a relative slew slack of 45.48%.
- The run gives the achievable frequency as 203.2 MHz.
- The run gives the number of pins with negative max-slew slack in the final report as 0.

GRT:
- The run puts the initial antenna violation count at 0.
- The via count of the first global-routing pass is 4,149.
- The run gives the first-pass GRT wire length as 25,530 um.
- Entering global routing, the biggest net connects 28 pins.
- The run puts the total track usage at 14.89%.
- The run gives the remaining global-route overflow as 0.

Die:
- The die is 149 um tall.
- The run gives the die outline width as 149 um.
- The floorplan step defined a die boundary enclosing 22,200 sq um.
- The run puts the initial cell density of the core at 16.91%.
- The core region is 16,470 sq um.
- The run puts the total I/O pin count at 226.
- The floorplan has 47 rows.

Cells and area:
- The run puts the layout cell share with drive strength beyond 1 at 8.496%.
- Leaving out fill and tap cells, the most frequent cells in the layout are 226 x sky130_fd_sc_hd__clkdlybuf4s50_1, 48 x sky130_fd_sc_hd__mux2i_1, 34 x sky130_fd_sc_hd__nand2_1.
- The run gives the number of filler instances in the final layout as 1,718.
- The run gives the most instantiated logic cell after routing as sky130_fd_sc_hd__clkdlybuf4s50_1.
- The design has 0 sequential cells.
- Per the layout area report, the register area comes to 0 sq um.
- The run puts the area overhead of the layout relative to synthesis at 88.81%.
- The run puts the post-route standard cell area excluding fillers at 5256 sq um.
- The run gives the number of clock-tree buffers in the layout as 0.
- The run puts the area of the multi-input gates at 2579 sq um.

Place:
- The run puts the placed standard-cell area at 5256 sq um.
- The run puts the weighted congestion at the end of routability-driven global placement at 0.9027.
- The run gives the worst setup slack before clock tree synthesis as 0.7047 ns.
- Once detailed placement completed, the half-perimeter wirelength came to 14,960 um.
- The buffer_ports step reported a buffer count of 226.

Run:
- The number of maximum-capacitance violations recorded for the run is 0.
- The run puts the number of warnings in the stage logs at 32.

CTS:
- The run gives the count of hold-fix buffers inserted at cts as 0.
- The run puts the number of buffers inserted by post-CTS setup repair at 0.
- The run gives the number of resized instances in the post-cts repair step as 0.

Route:
- The run gives the total iterations of the first detailed-routing run as 4.
- The run puts the DRC violation count after routing at 0.
- The first routing iteration left 147 violations.
- The routed design shows a wire length per standard cell of 21.94 um.
- The run puts the number of antenna diodes at 0.
- Detailed routing inserted a total of 3,805 vias.
- Nets still carrying antenna violations after routing amount to 0.
- The script logs the ratio of routed vias to standard cells as 4.847.
- Summed over all layers, the routed wires come to 17,230 um.

Outcome:
- The run finished with clean final reports.
how the worst max path moves through the flow:
stage / startpoint / end / slack [ns] / cells past startpoint
4_1_cts: mwo_wb_data_op[1] / reg1_forward_data[5] / 0.68 / 7
5_1_grt: mwo_wb_data_op[1] / reg1_forward_data[5] / 0.48 / 7
6_report: mwo_wb_data_op[1] / reg1_forward_data[5] / 0.68 / 7
cells in the mapped netlist:
library cell | count | share of area, %
sky130_fd_sc_hd__a21boi_2 | 1 | 0.40
sky130_fd_sc_hd__a21oi_1 | 16 | 2.9
sky130_fd_sc_hd__a22oi_2 | 1 | 0.45
sky130_fd_sc_hd__and2_1 | 3 | 0.67
sky130_fd_sc_hd__buf_1 | 1 | 0.13
sky130_fd_sc_hd__buf_2 | 13 | 2.3
sky130_fd_sc_hd__buf_4 | 2 | 0.54
sky130_fd_sc_hd__buf_6 | 6 | 2.4
sky130_fd_sc_hd__clkbuf_1 | 16 | 2.2
sky130_fd_sc_hd__mux2i_1 | 48 | 17
sky130_fd_sc_hd__nand2_1 | 34 | 4.6
sky130_fd_sc_hd__nand2b_1 | 6 | 1.3
sky130_fd_sc_hd__nand3_1 | 1 | 0.18
sky130_fd_sc_hd__nand4b_1 | 1 | 0.31
sky130_fd_sc_hd__nand4bb_1 | 24 | 9.7
sky130_fd_sc_hd__nor2_1 | 23 | 3.1
sky130_fd_sc_hd__nor2_2 | 1 | 0.22
sky130_fd_sc_hd__nor2b_1 | 1 | 0.22
sky130_fd_sc_hd__nor3_1 | 3 | 0.54
sky130_fd_sc_hd__nor3b_2 | 3 | 1.3
sky130_fd_sc_hd__nor4_1 | 3 | 0.67
sky130_fd_sc_hd__nor4_2 | 4 | 1.8
sky130_fd_sc_hd__nor4b_2 | 1 | 0.54
sky130_fd_sc_hd__o211a_1 | 16 | 5.8
sky130_fd_sc_hd__o211ai_1 | 32 | 8.6
sky130_fd_sc_hd__o21a_1 | 1 | 0.27
sky130_fd_sc_hd__o21ai_0 | 5 | 0.90
sky130_fd_sc_hd__o21ai_1 | 11 | 2.0
sky130_fd_sc_hd__o21ai_2 | 1 | 0.31
sky130_fd_sc_hd__o22ai_1 | 21 | 4.7
sky130_fd_sc_hd__o2bb2ai_1 | 11 | 3.5
sky130_fd_sc_hd__o31ai_1 | 1 | 0.27
sky130_fd_sc_hd__o31ai_2 | 10 | 4.5
sky130_fd_sc_hd__o32ai_1 | 7 | 2.2
sky130_fd_sc_hd__o32ai_2 | 9 | 5.3
sky130_fd_sc_hd__or2b_1 | 1 | 0.27
sky130_fd_sc_hd__or4bb_1 | 8 | 3.2
sky130_fd_sc_hd__xnor2_1 | 2 | 0.63
sky130_fd_sc_hd__xor2_1 | 12 | 3.8
kinds of logic after synthesis:
kind of cell,synth area share [%]
mux,17.26
buf+inv,7.595
compound gates,41.98
xor+xnor,4.405
simple gates,28.76
per-stage QoR:
stage / power (uW) / hold WS [ns] / cells / util (%)
3_5_place_dp: 321.3 / 3.249 / 785 / 31.92
6_report: 318.3 / 3.249 / 785 / 31.92
2_1_floorplan: 129.0 / 2.345 / 360 / -
5_1_grt: 345.5 / 3.293 / 785 / 31.92
4_1_cts: 322.9 / 3.255 / 785 / 31.92
3_3_place_gp: 320.1 / 3.261 / 785 / 31.92
worst max-delay path: stages:
cell and delay, ns:
sky130_fd_sc_hd__clkdlybuf4s50_1 0.80, sky130_fd_sc_hd__buf_12 0.25, sky130_fd_sc_hd__or4bb_1 0.52, sky130_fd_sc_hd__o211ai_1 0.15, sky130_fd_sc_hd__nand2_1 0.08, sky130_fd_sc_hd__o32ai_1 0.33, sky130_fd_sc_hd__clkdlybuf4s50_1 0.55
per-layer routing:
| layer | track usage (%) | part of all wire [%] | vias up | wire length [um] |
|---|---|---|---|---|
| met2 | 26.25 | 49 | 179 | 8522 |
| met3 | 4.559 | 9.6 | 11 | 1648 |
| met5 | 0 | 0 | - | 0 |
| met4 | 2.012 | 1.3 | 0 | 216 |
| li1 | - | - | 1872 | - |
| met1 | 17.73 | 40 | 1743 | 6838 |
area by class of cell:
class	instances	area share, %
multi-input cells	322	49.06
repair buffers	243	45.70
well taps	220	5.237
where the power goes:
group / total (uW) / switching, uW / leakage [uW] / internal (uW)
combinational: 318 / 135 / 0.00174 / 183
clock: 0 / 0 / 0 / 0
sequential: 0 / 0 / 0 / 0
Power and IR drop assume default switching activity.
